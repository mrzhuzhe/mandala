<file path="./config.mk">
export PLATFORM = sky130hd
export DESIGN_NAME = top_module
export DESIGN_NICKNAME = top_module
export VERILOG_FILES = /design/flow/design.v
export SDC_FILE = /design/flow/constraint.sdc
export NUM_CORES = 4
export LEC_CHECK = 1
export CORE_AREA = 10 10 103 103
export DIE_AREA = 0 0 113 113
</file>
<file path="./constraint.sdc">
current_design top_module

set clk_period 1.4
set clk_io_pct 0.2

create_clock -name clk0 -period $clk_period [get_ports {clk}]

set non_clock_inputs [all_inputs -no_clocks]
set_input_delay [expr $clk_period * $clk_io_pct] -clock clk0 $non_clock_inputs
set_output_delay [expr $clk_period * $clk_io_pct] -clock clk0 [all_outputs]
</file>
<file path="./design.v">
module top_module(
    input clk,
    input [7:0] in,
    input reset,     
    output [23:0] out_bytes,
    output done);  
	parameter A = 0, B =1, C = 2, D = 3;
    reg [1:0] present_state, next_state;
    reg [23:0] buffer;
    always @(posedge clk) begin
        if (reset) begin  
            present_state <= A;
            done = 0;
        end else begin
            case (present_state)
                A: next_state = in[3] ? B : A;
                B: next_state = C;
                C: next_state = D;
                D: next_state = in[3] ? B : A;
            endcase
            case (present_state)
                A: out_bytes[23:16] <= in;
                B: out_bytes[15:8] <= in;
                C: out_bytes[7:0] <= in;
                D: out_bytes[23:16] <= in;
            endcase
            present_state = next_state;   
            case (present_state)
                A: done = 0;
                B: done = 0;
               	C: done = 0;
                D: done = 1;
            endcase
        end
    end
endmodule
</file>
<file path="./run.sh">
#!/bin/bash
# OpenROAD 26Q1-2900-gdf79404cd8, Yosys 0.63+post, stock flow scripts
make -C /OpenROAD-flow-scripts/flow DESIGN_CONFIG=/design/flow/config.mk WORK_HOME=/design/flow/orfs finish
</file>
==> impl_metrics.toml <==
# generated from flow reports
[status]
outcome = "complete, no violations"

[pwr]
p_per_area_mw_per_mm2 = 1158
clockPowerShare = 0.372
cell_internal_pwr_uw = 1378
power_leakage_uw = 0.0005240
finalPower_uw = 1717
combPwrFrac = 0.061
p_switching_uw = 339.1
peakVddDrop_mv = 0.2897
switching_share = 0.1974
power_frac_seq = 0.567

[clock_network]
clockRootBuffer = "clkbuf_8"
cts_tree = "yes"
clock-sinks = 29
postCtsHoldBufs = 0
numCtsBuffers = 5
clk_pin_slew_worst_paths_ns = 0.06
h-tree-depth = 2
clock_latency_ns = 0.27
clockBufferDepth = 2

[layout]
syn_to_final_growth_pct = 71.00
drive_gt1_frac = 0.1882

[sta]
finalHoldViolations = 0
fin_skew_ns = 0.006152
tns_ns = 0
worst_slew_pin_slew_ns = 0.2233
maxSlewHeadroom = 0.8506
layout_worst_path_cycle_share = 0.9666
fmax_mhz = 739.0
slew_viol_final = 0
rsz0062_at_grt = "no"
setup_viol = 0
period_minus_slack_ns = 1.353

[critical_path]
cp_max_fo = 1
cp_num_buf_inv = 1
cpPeakStageDelay_ns = 0.48
crit_family = "buffers and inverters"
start_kind = "flip-flop"
cpMaxStageDelayCell = "clkdlybuf4s50_1"
cp_cell_sequence = "clkdlybuf4s50_1"
worstPathArrival_ns = 1.07
cp.required_ns = 1.12
crit_path_end_kind = "output port"
crit_type = "flip-flop to output port"

[logic_synthesis]
largest_area_cell = "edfxtp_1"
top_cells_by_area = "edfxtp_1, dfxtp_1, nor2b_1, nor3b_2, nor2_1"
postSynthCellCount = 36
yosys_area_sq_um = 867.1
yosysUniqueCellTypes = 6
syn_avg_cell_area_sq_um = 24.09
ys_warn_count = 10
yosys_cells = 36
seq_area_frac_synth = 0.9466
top_cell = "edfxtp_1"
synth_top_area_share = 0.8312
ff_type = "edfxtp_1"
edf_count = 24
netlist_area_sq_um = 867.1
synthTopCellsByCount = "edfxtp_1, dfxtp_1, nor2b_1"
postSynth.asyncResetShare = 0
ys.flops = 29

[flow_run]
cap_violations = 0
tool_warnings = 25

[die]
initCoreUtil = 0.1045
io_pins = 35
dieWidth_um = 113
die_area_sq_mm = 0.01277
die_y_um = 113
rows = 33
core_sq_mm = 0.008299

[routing]
vias = 462
wl_per_cell_um = 10.85
ant_nets = 0
drt_iter0_drc = 7
antennaDiodeCount = 0
totalWireLength_mm = 2.062
dr.pass1.iters = 2
viasPerCell = 2.432
drc = 0

[placement]
portBuffers = 34
place_hpwl_mm = 1.736
place_congestion = 0.7251

[worst_hold_path]
hp-class = "flip-flop to flip-flop"

[global_routing]
grt_max_degree = 11
grt_overflow_total = 0
track_usage = 0.03080
grt_pass1_vias = 528
grt_pass1_wl_mm = 2.946
grt_antenna_before_repair = 0
-- cell type report --
type | instances | area (sq um)
Clock buffer | 5 | 68.82
Clock inverter | 3 | 17.52
Fill cell | 866 | 6817
Multi-Input combinational cell | 7 | 46.29
Sequential cell | 29 | 820.8
Tap cell | 105 | 131.4
Timing Repair Buffer | 41 | 397.9
-- registers in the layout (all words and copies together), names as in the netlist --
| register | count |
|---|---|
| out_bytes | 24 |
| present_state | 4 |
| done | 1 |
-- power groups by stage --
stage | clock network, uW | logic (uW) | registers (uW)
global route | 695 | 114 | 976
CTS | 665 | 110 | 974
finish | 639 | 105 | 974
-- placed cells by master (no fill, tap or decap) --
master and instances:
clkdlybuf4s50_1 29, edfxtp_1 24, buf_4 7, clkbuf_8 5
dfxtp_1 5, nor2b_1 3, dlymetal6s2s_1 3, nor2_1 2
clkinv_2 2, dlygate4sd2_1 2, nor3b_2 1, o21bai_1 1
clkinvlp_4 1
-- final timing paths --
| path | start | to | slack, ns | depth (start not counted) |
|---|---|---|---|---|
| worst max-delay path | out_bytes[14]$_DFFE_PP_ | out_bytes[14] | 0.05 | 1 |
| worst max register to register | present_state[3]$_DFF_P_ | out_bytes[21]$_DFFE_PP_ | 0.41 | 3 |
| worst min register to register | present_state[1]$_DFF_P_ | done$_SDFF_PP0_ | 0.47 | 1 |
| worst min-delay path | present_state[1]$_DFF_P_ | done$_SDFF_PP0_ | 0.47 | 1 |
-- per-stage QoR --
stage	util	worst slack, ns	instances	hold WS, ns	instance area, sq um
final	0.1787	0.04675	190	0.4663	1483
after global routing	0.1787	0.004832	190	0.4790	1483
after CTS	0.1777	0.01123	190	0.4674	1475
after detailed placement	0.1676	-0.02360	182	0.4500	1391
after global placement	0.1676	0.01300	182	0.4651	1391
after floorplan	-	0.2858	36	0.3495	867.1
-- layer usage --
metal | up-vias | wire [um] | track usage
li1 | 230 | - | -
met1 | 215 | 708 | 0.02917
met2 | 14 | 1194 | 0.05952
met3 | 3 | 124 | 0.01389
met4 | 0 | 34 | 0.005076
met5 | - | 0 | 0
-- logic make-up after synthesis --
group,share of synthesized area
compound gates,0.008661
flops,0.9466
simple gates,0.04474
-- what timing repair did --
action,CTS,global route
endpoints found under the hold margin,0,0
setup buffers,0,0
setup endpoints to repair,2,3
resized,2,3
No activity file was given, so power comes from the tool's default toggle rates.
